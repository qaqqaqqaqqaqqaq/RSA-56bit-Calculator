[run.sh]
#!/bin/bash
# OpenROAD 26Q1-2900-gdf79404cd8, Yosys 0.63+post, stock flow scripts
make -C /OpenROAD-flow-scripts/flow DESIGN_CONFIG=/design/flow/config.mk WORK_HOME=/design/flow/orfs finish
[config.mk]
export PLATFORM = sky130hd
export DESIGN_NAME = exp2
export DESIGN_NICKNAME = exp2
export VERILOG_FILES = /design/flow/design.v
export SDC_FILE = /design/flow/constraint.sdc
export NUM_CORES = 4
export LEC_CHECK = 1
export CORE_UTILIZATION = 30
[constraint.sdc]
current_design exp2

set clk_period 73.4
set clk_io_pct 0.2

create_clock -name clk0 -period $clk_period [get_ports {GPIO}]

set non_clock_inputs [all_inputs -no_clocks]
set_input_delay [expr $clk_period * $clk_io_pct] -clock clk0 $non_clock_inputs
set_output_delay [expr $clk_period * $clk_io_pct] -clock clk0 [all_outputs]
[design.v]
module MA(
input [255:0] A,B,N,
input start,
input clk,
output [255:0] s_out,
output finish,
output [2:0] yy
);
parameter waiting = 1'b0;
parameter calculate = 1'b1;
reg state,state_next;
reg [258:0] s,s_next;
wire [258:0] q;
reg [8:0] counter,counter_next;
reg temp_finish;
reg temp_finish_next;
assign yy = y;
assign q = s+(A[counter+1'b1]?({2'b00,B,1'b0} ) :259'b0)+(A[counter]? {3'b000,B} :259'b0);
wire[2:0] y = 3'b100 - {1'b0,q[1:0]};
always @ (posedge clk) begin
	if (state == 1'b1) begin
		if(counter <  9'd256) begin
			s = (q + (y[1] ?({2'b00,N,1'b0} ) :259'b0)+(y[0]? {3'b000,N} :259'b0));
			s = {2'b00,s[258:2]};
			temp_finish = 1'b0;
			counter = counter + 2'b10;
		end
		else begin
			s = ((s>N) ?(s-{3'b000,N}) :(s));
			temp_finish = 1'b1;
			state = 1'b0;
		end
	end
	else begin
		if (start) begin
			s <= 1'b0;
			counter <= 1'b0;
			state <= 1'b1;
		end
		else begin
			state <= 1'b0;
		end
		temp_finish <= 1'b0;
	end
end
assign s_out = s[255:0];
assign finish=temp_finish;
endmodule
module ME(
input [255:0] M, E , N,
output [255:0] U,
input clk,
input start,
output finish,
output [2:0]phase,
output [2:0]debug,
output [255:0] cc
);
reg [255:0] T;
reg [255:0] T_next;
reg [255:0] u;
reg [255:0] u_next;
reg [258:0] C;
reg [258:0] C_next;
reg [2:0] state;
reg [2:0] next_state;
reg [9:0] C_counter;  
reg [9:0] next_C_counter;
reg [1:0] ready1, ready2;
reg [255:0] i1, i2, i3, i4, i5;
wire [255:0] o1, o2, o3;
reg outputfinish;
reg outputfinish_next;
wire start1, start2, finish1, finish2, finish3;
assign start1 = (ready1[0] != ready1[1]);
assign start2 = (ready2[0] != ready2[1]);
assign U = u;
assign finish = outputfinish;
assign phase = state;
assign cc = i2;
MA mat(i1, i2, N, (start1 ), clk, o1, finish1,debug);
MA mau(i3, i3, N, start2, clk, o2, finish2);
MA max(i4, i5, N, start2, clk, o3, finish3);
always @(*) begin
	C <= {3'b000,256'haf39e1f831cb4fcd92b17f61f473735c687593a931c97d2b60ad6c7443f09fdb};
end
parameter waiting						= 3'b000;
parameter calculate_C    	 		= 3'b001;
parameter calculate_TU     		= 3'b010;
parameter calculate_result0		= 3'b011;
parameter calculate_result1		= 3'b100;
always @ (posedge clk) begin
	state <= next_state;
	C_counter <= next_C_counter;
	ready1[0] <= ready1[1];
	ready2[0] <= ready2[1];
	T <= T_next;
	u <= u_next;
	outputfinish <= outputfinish_next;
end
wire [258:0] temp = (C << 1);
always @(*) begin
case (state)
	waiting : begin
		outputfinish_next = 1'b0;
		T_next <= 1'b0;
		next_C_counter = 1'b0;
		ready1[1] = ready1[0];
		ready2[1] = ready2[0];
		i2 = M; 
		i1 = C[255:0];
		i3 = T;
		i4 = u;
		i5 = T;
		if (start == 1'b1) begin
			next_state = calculate_C;
			u_next = 1'b0;
		end
		else begin
			next_state = waiting;
			u_next = u;
		end
	end
	calculate_C : begin
		next_state = calculate_TU; 
		ready1[1] = ~ready1[0];
		ready2[1] = ready2[0];
		i2 = M; 
		i1 = C[255:0];
		i3 = T;
		i4 = u;
		i5 = T;
		outputfinish_next = outputfinish;
		T_next = T;
		u_next = u;
		next_C_counter = 1'b0;
	end
	calculate_TU : begin
		i2 = M;
		i1 = C[255:0];
		i3 = T;
		i4 = u;
		i5 = T;
		ready1[1] = ready1[0];
		ready2[1] = ready2[0];
		if (finish1) begin
			u_next = 1'b1;
			T_next = o1;
			next_state = calculate_result0;
		end
		else begin
			u_next = u;
			T_next = T;
			next_state = calculate_TU;
		end
		next_C_counter = 1'b0;
		outputfinish_next = outputfinish;
	end
	calculate_result0 : begin
		i2 = M;
		i1 = C[255:0];
		i3 = T;
		i4 = u;
		i5 = T;
		T_next <= T;
		u_next <= u;
		ready2[1] = ~ready2[0];
		ready1[1] = ready1[0];
		next_state = calculate_result1;
		next_C_counter = C_counter;
		outputfinish_next = outputfinish;
	end
	calculate_result1 : begin
		i2 = M;
		i1 = C[255:0];
		i3 = T;
		i4 = u;
		i5 = T;
		ready1[1] = ready1[0];
		ready2[1] = ready2[0];
		if (finish2) begin
			if (C_counter < 9'd256) begin  
				if (E[C_counter] == 1'b1)
					u_next = o3;
				else
					u_next = u;
				T_next = o2;
				next_C_counter = C_counter + 1'b1;
				next_state = calculate_result0;
				outputfinish_next = 1'b0;
			end
			else begin
				u_next = u;
				T_next = T;
				outputfinish_next = 1'b1;
				next_state = waiting;
				next_C_counter = C_counter;
			end
		end
		else begin
			u_next = u;
			T_next = T;
			next_C_counter = C_counter;
			next_state = calculate_result1;
			outputfinish_next = 1'b0;
		end
	end
	default : begin
		next_state = waiting;
		next_C_counter = C_counter;
	   ready1[1] = ready1[0];
		ready2[1] = ready2[0];
		i2 = M;
		i1 = C[255:0];
		i3 = T;
		i4 = u;
		i5 = T;
		T_next <= T;
		u_next <= u;
		outputfinish_next = 1'b0;
		end
endcase
end
endmodule
module exp2(
	LEDG,
	LEDR,
	GPIO,
	HSMC_RX_n,
	HSMC_RX_p,
	HSMC_TX_n,
	HSMC_TX_p 
);
output		     [8:0]		LEDG;
output		    [17:0]		LEDR;
inout 		    [35:0]		GPIO;
inout reg 		    [16:0]		HSMC_RX_n;
inout reg 		    [16:0]		HSMC_RX_p;
inout reg		    [16:0]		HSMC_TX_n;
inout reg		    [16:0]		HSMC_TX_p;
wire reset=GPIO[0];
wire we=GPIO[1];
wire oe=GPIO[2];
wire start=GPIO[3];
wire [1:0]reg_sel=GPIO[11:10];
wire [4:0]addr=GPIO[8:4];
reg [7:0]data_i; 
wire clk=GPIO[35];
wire finish;
wire [2:0]state;
reg ready;  
reg ready_next;
reg [7:0]data_o;
reg [255:0]a1,a1_next,a2,a2_next,a3,a3_next;
reg [255:0] a [3:0];
reg [255:0] a0,a0_next;
reg evt;
reg [8:0] next;
wire [255:0] a0_temp;
wire [2:0] phase;
wire [2:0]debug;
always @(clk) begin
HSMC_RX_n[16]=(cc == a[1]); ; 
HSMC_RX_p[16]=we; 
HSMC_RX_n[15]=oe; 
HSMC_RX_p[15]=start; 
HSMC_RX_n[14]=addr[0]; 
HSMC_RX_p[14]=addr[1]; 
HSMC_RX_n[13]=addr[2]; 
HSMC_TX_n[16]=addr[3]; 
HSMC_TX_p[16]=addr[4]; 
HSMC_TX_p[15]=reg_sel[0]; 
HSMC_TX_n[14]=reg_sel[1]; 
HSMC_TX_p[14]=GPIO[12]; 
HSMC_RX_p[13]=GPIO[13]; 
HSMC_RX_n[12]=GPIO[14]; 
HSMC_RX_p[12]=GPIO[15]; 
HSMC_RX_n[11]=GPIO[16]; 
HSMC_TX_n[13]=GPIO[17]; 
HSMC_RX_p[11]=GPIO[18]; 
HSMC_TX_p[13]=GPIO[19]; 
HSMC_RX_n[10]=clk; 
HSMC_TX_n[12]=debug[0]; 
HSMC_RX_n[7]=data_o[0]; 
HSMC_RX_p[7]=data_o[1]; 
HSMC_TX_n[7]=data_o[2]; 
HSMC_RX_n[6]=data_o[3]; 
HSMC_TX_p[7]=data_o[4]; 
HSMC_RX_p[6]=data_o[5]; 
HSMC_TX_n[6]=data_o[6]; 
HSMC_RX_n[5]=data_o[7]; 
HSMC_TX_p[6]= x; 
HSMC_RX_p[3]= ~finish; 
HSMC_TX_p[2] = phase[0]; 
HSMC_TX_n[1] = phase[1]; 
HSMC_TX_p[1] = phase[2]; 
HSMC_TX_p[0] = debug[1]; 
HSMC_RX_n[4] = debug[2]; 
end
wire [255:0] cc,aa;
wire x;
ME m0(a[1],a[2],a[3],a0_temp,clk,~start,finish,phase,debug,cc);
wire [7:0]add = addr<<3;
always @ (posedge clk) begin
		if (!reset) begin
			ready <= 1'b0;
			a [1] <= 1'b0;
			a [2] <= 1'b0;
			a [3] <= 1'b0;
		end
		else if (we == 1'b0 && reset ==1'b1) begin
			a[reg_sel][add +: 8] <= GPIO[19:12];
		end
		else begin end
		ready <= ready_next;
		a0 <= a0_next;
end
always @(*) begin
	if (reset==0) begin
		ready_next = 1'b0;
		a0_next = 1'b0;
	end
	else if((ready==1'b0)&&(start==1'b0)&&(reset==1'b1))begin
		ready_next =1'b1;
		a0_next = a0;
	end
	else if((ready==1'b1)&&(finish==1'b1)&&(reset==1'b1))begin
		a0_next = a0_temp;
		ready_next = 1'b0;
	end
	else begin
		ready_next=ready;
		a0_next = a0;
	end
end
always @ (*) begin
	if((oe==0)) begin
		data_o = a0[add +: 8];
	end
	else begin
		data_o = 1'b0;
	end
end
endmodule
==> summary.txt <==
This memo summarizes the results of the implementation run.

Status
The run stopped with a tool error. The last flow stage reached is 4_1_cts. The tool reported: "[error] [KeplerFormal.cpp:679] Workflow failed: Iso has multiple drivers: .HSMC_TX_n12, _80120_.SUM0".

Synthesis
Post-synthesis, Yosys gives the total cell area as 0.317 sq mm. The synthesis report names the predominant flop master as sky130_fd_sc_hd__edfxtp_1. The average cell area after synthesis is 7.60 sq um. After technology mapping, the gate count stands at 41702.

Summed over all instances, the cell type with the most area after synthesis is sky130_fd_sc_hd__edfxtp_1. Yosys shows that the main logic family after synthesis is AND-OR/OR-AND gates. The synthesized design contains 2092 enable-type register cells.

Yosys stat counts 41702 cells in the synthesized netlist. The number of distinct library cells after synthesis is 113. For reference, the mux area share after synthesis is 2.50%.

Of the total synthesized cell area, the portion taken by full adders, half adders and majority gates is 18.9%. After synthesis, the share of flip-flops with an asynchronous set or reset is 0%. The post-synthesis xor/xnor area fraction is 6.29%. The top cell type by area accounts for 19.8% of the synthesized area. The post-synthesis compound-gate area fraction is 22.9%.

The synthesis stat section lists a flop and latch total of 2357. The tally of yosys warning messages is 30. After Yosys synthesis, and, or, nand and nor cells account for 19.7% of the synthesized area. The synthesis report lists the most area-consuming cells as sky130_fd_sc_hd__edfxtp_1 20%, sky130_fd_sc_hd__fa_1 9.7%, sky130_fd_sc_hd__ha_1 9.2%, sky130_fd_sc_hd__a21oi_1 7.1%, sky130_fd_sc_hd__nand2_1 7.0%.

The portion of the post-synthesis area used by sequential elements is 21.5%. Summing every instance area after synthesis gives 0.317 sq mm.

Floorplanning
From left edge to right edge, the die measures 1030 um. The share of the core filled by cells before placement is 30.1%. The I/O pin total is 131. In this run the core area contains 377 standard-cell rows.

According to the floorplan report, the die height is 1030 um.

CTS
After clock tree synthesis, the setup repair step added 0 buffers. The count of cells resized by post-cts repair is 0. The post-CTS hold buffer count recorded in the log is 0.

STA
69 endpoints have no timing constraint.

Placement
Per the gpl log, the routability congestion estimate is 1.08. Detailed placement reports a standard cell area of 0.331 sq mm. Port buffering added 0 buffers. The HPWL reported at the end of detailed placement is 1410000 um.
==> metrics by stage <==
stage	hold slack, ns	utilization, %	worst slack, ns	cells
detailed placement	0.113	31.5	21.01	54113
floorplan	0.109	-	20.11	41728
global placement	0.113	31.5	21.01	54113
==> synth_stat cells, types with 170 or more instances <==
master	number
sky130_fd_sc_hd__ha_1	2329
sky130_fd_sc_hd__inv_1	4516
sky130_fd_sc_hd__xor2_1	845
sky130_fd_sc_hd__o31ai_1	172
sky130_fd_sc_hd__nand4_1	1362
sky130_fd_sc_hd__o21a_1	340
sky130_fd_sc_hd__a21oi_1	4490
sky130_fd_sc_hd__nor3_1	592
sky130_fd_sc_hd__and2_1	559
sky130_fd_sc_hd__nor2b_1	208
sky130_fd_sc_hd__nor4_1	200
sky130_fd_sc_hd__o21bai_1	884
sky130_fd_sc_hd__fa_1	1539
sky130_fd_sc_hd__clkbuf_1	2192
sky130_fd_sc_hd__nor2_1	3961
sky130_fd_sc_hd__o22ai_1	446
sky130_fd_sc_hd__edfxtp_1	2092
sky130_fd_sc_hd__nand3_1	329
sky130_fd_sc_hd__nand2_1	5896
sky130_fd_sc_hd__o21ai_0	2577
sky130_fd_sc_hd__a22o_1	283
sky130_fd_sc_hd__dfxtp_1	265
sky130_fd_sc_hd__a31oi_1	234
sky130_fd_sc_hd__xnor2_1	1432
sky130_fd_sc_hd__a21o_1	1214
sky130_fd_sc_hd__mux4_2	330
sky130_fd_sc_hd__a21boi_0	243
sky130_fd_sc_hd__or3_1	170
sky130_fd_sc_hd__nand2b_1	220
==> cells by family after synthesis <==
group           Yosys count
buf+inv                6861
other cells               2
compound gates        11936
simple gates          14022
xor+xnor               2277
flops                  2357
fa+ha+maj              3868
mux                     379
