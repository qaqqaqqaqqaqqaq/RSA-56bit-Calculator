File: config.mk
export PLATFORM = sky130hd
export DESIGN_NAME = RSA
export DESIGN_NICKNAME = RSA
export VERILOG_FILES = /design/flow/design.v
export SDC_FILE = /design/flow/constraint.sdc
export NUM_CORES = 4
export LEC_CHECK = 1
export CORE_UTILIZATION = 30
File: constraint.sdc
current_design RSA

set clk_period 88.7
set clk_io_pct 0.2

create_clock -name clk0 -period $clk_period [get_ports {GPIO_0}]

set non_clock_inputs [all_inputs -no_clocks]
set_input_delay [expr $clk_period * $clk_io_pct] -clock clk0 $non_clock_inputs
set_output_delay [expr $clk_period * $clk_io_pct] -clock clk0 [all_outputs]
File: design.v
module MA(
input [255:0] A,B,N,
input start,
input clk,
output [255:0] s_out,
output finish,
output [2:0] yy
);
parameter waiting = 1'b0;
parameter calculate = 1'b1;
reg state,state_next;
reg [258:0] s,s_next;
wire [258:0] q;
reg [8:0] counter,counter_next;
reg temp_finish;
reg temp_finish_next;
assign yy = y;
assign q = s+(A[counter+1'b1]?({2'b00,B,1'b0} ) :259'b0)+(A[counter]? {3'b000,B} :259'b0);
wire[2:0] y = 3'b100 - {1'b0,q[1:0]};
always @ (posedge clk) begin
	if (state == 1'b1) begin
		if(counter <  9'd256) begin
			s = (q + (y[1] ?({2'b00,N,1'b0} ) :259'b0)+(y[0]? {3'b000,N} :259'b0));
			s = {2'b00,s[258:2]};
			temp_finish = 1'b0;
			counter = counter + 2'b10;
		end
		else begin
			s = ((s>N) ?(s-{3'b000,N}) :(s));
			temp_finish = 1'b1;
			state = 1'b0;
		end
	end
	else begin
		if (start) begin
			s <= 1'b0;
			counter <= 1'b0;
			state <= 1'b1;
		end
		else begin
			state <= 1'b0;
		end
		temp_finish <= 1'b0;
	end
end
assign s_out = s[255:0];
assign finish=temp_finish;
endmodule
module ME(
input [255:0] M, E , N,
output [255:0] U,
input clk,
input start,
output finish,
output [2:0]phase,
output [2:0]debug,
output [255:0] cc
);
reg [255:0] T;
reg [255:0] T_next;
reg [255:0] u;
reg [255:0] u_next;
reg [258:0] C;
reg [258:0] C_next;
reg [2:0] state;
reg [2:0] next_state;
reg [9:0] C_counter;  
reg [9:0] next_C_counter;
reg [1:0] ready1, ready2;
reg [255:0] i1, i2, i3, i4, i5;
wire [255:0] o1, o2, o3;
reg outputfinish;
reg outputfinish_next;
wire start1, start2, finish1, finish2, finish3;
assign start1 = (ready1[0] != ready1[1]);
assign start2 = (ready2[0] != ready2[1]);
assign U = u;
assign finish = outputfinish;
assign phase = state;
assign cc = i2;
MA mat(i1, i2, N, (start1 ), clk, o1, finish1,debug);
MA mau(i3, i3, N, start2, clk, o2, finish2);
MA max(i4, i5, N, start2, clk, o3, finish3);
always @(*) begin
	C <= {3'b000,256'haf39e1f831cb4fcd92b17f61f473735c687593a931c97d2b60ad6c7443f09fdb};
end
parameter waiting						= 3'b000;
parameter calculate_C    	 		= 3'b001;
parameter calculate_TU     		= 3'b010;
parameter calculate_result0		= 3'b011;
parameter calculate_result1		= 3'b100;
always @ (posedge clk) begin
	state <= next_state;
	C_counter <= next_C_counter;
	ready1[0] <= ready1[1];
	ready2[0] <= ready2[1];
	T <= T_next;
	u <= u_next;
	outputfinish <= outputfinish_next;
end
wire [258:0] temp = (C << 1);
always @(*) begin
case (state)
	waiting : begin
		outputfinish_next = 1'b0;
		T_next <= 1'b0;
		next_C_counter = 1'b0;
		ready1[1] = ready1[0];
		ready2[1] = ready2[0];
		i2 = M; 
		i1 = C[255:0];
		i3 = T;
		i4 = u;
		i5 = T;
		if (start == 1'b1) begin
			next_state = calculate_C;
			u_next = 1'b0;
		end
		else begin
			next_state = waiting;
			u_next = u;
		end
	end
	calculate_C : begin
		next_state = calculate_TU; 
		ready1[1] = ~ready1[0];
		ready2[1] = ready2[0];
		i2 = M; 
		i1 = C[255:0];
		i3 = T;
		i4 = u;
		i5 = T;
		outputfinish_next = outputfinish;
		T_next = T;
		u_next = u;
		next_C_counter = 1'b0;
	end
	calculate_TU : begin
		i2 = M;
		i1 = C[255:0];
		i3 = T;
		i4 = u;
		i5 = T;
		ready1[1] = ready1[0];
		ready2[1] = ready2[0];
		if (finish1) begin
			u_next = 1'b1;
			T_next = o1;
			next_state = calculate_result0;
		end
		else begin
			u_next = u;
			T_next = T;
			next_state = calculate_TU;
		end
		next_C_counter = 1'b0;
		outputfinish_next = outputfinish;
	end
	calculate_result0 : begin
		i2 = M;
		i1 = C[255:0];
		i3 = T;
		i4 = u;
		i5 = T;
		T_next <= T;
		u_next <= u;
		ready2[1] = ~ready2[0];
		ready1[1] = ready1[0];
		next_state = calculate_result1;
		next_C_counter = C_counter;
		outputfinish_next = outputfinish;
	end
	calculate_result1 : begin
		i2 = M;
		i1 = C[255:0];
		i3 = T;
		i4 = u;
		i5 = T;
		ready1[1] = ready1[0];
		ready2[1] = ready2[0];
		if (finish2) begin
			if (C_counter < 9'd256) begin  
				if (E[C_counter] == 1'b1)
					u_next = o3;
				else
					u_next = u;
				T_next = o2;
				next_C_counter = C_counter + 1'b1;
				next_state = calculate_result0;
				outputfinish_next = 1'b0;
			end
			else begin
				u_next = u;
				T_next = T;
				outputfinish_next = 1'b1;
				next_state = waiting;
				next_C_counter = C_counter;
			end
		end
		else begin
			u_next = u;
			T_next = T;
			next_C_counter = C_counter;
			next_state = calculate_result1;
			outputfinish_next = 1'b0;
		end
	end
	default : begin
		next_state = waiting;
		next_C_counter = C_counter;
	   ready1[1] = ready1[0];
		ready2[1] = ready2[0];
		i2 = M;
		i1 = C[255:0];
		i3 = T;
		i4 = u;
		i5 = T;
		T_next <= T;
		u_next <= u;
		outputfinish_next = 1'b0;
		end
endcase
end
endmodule
module RSA(
input [35:0] GPIO_0,
input CLOCK_50,
output [35:0] GPIO_1
);
wire reset=GPIO_0[0];
wire we=GPIO_0[1];
wire oe=GPIO_0[2];
wire start=GPIO_0[3];
wire [1:0]reg_sel=GPIO_0[11:10];
wire [4:0]addr=GPIO_0[8:4];
wire [7:0]data_i=GPIO_0[19:12];
assign GPIO_1[0]= reset;
assign GPIO_1[1]= we;
assign GPIO_1[2]= oe;
assign GPIO_1[3]= start;
assign GPIO_1[11:10]=reg_sel;
assign GPIO_1[8:4]=addr;
assign GPIO_1[20]=op;
assign GPIO_1[21]=ready;
integer i;
reg [8:0]k,k_next;
reg [255:0]a0,a1,a1_next,a2,a2_next,a3,a3_next,temper;
reg [27:0] counter,counter_next;
wire [255:0]ans;
wire op;
reg [7:0]data_o;
wire clk=GPIO_0[21];
assign GPIO_1[35:27]=k;
reg ready,ready_next;
always @(posedge clk)begin
	if(reset==0)begin
		a1 <= 1'b0;
		a2 <= 1'b0;
		a3 <= 1'b0;
		k<=0;
		ready<=1'b0;
	end
	else begin
		a1<=a1_next;
		a2<=a2_next;
		a3<=a3_next;
		k<=k_next;
		ready <= ready_next;
	end
end
always @(*)begin
	if((ready==0) && (start==0) )
		ready_next=1'b1;
	else if ((ready==1) && (op==1))
		ready_next=1'b0;
	else begin
		ready_next=ready;
	end
end
ME me1(a1,a2,a3,clk,~start,k,ans,op);
always @(*)begin 
	if(we==0)begin
		if(reg_sel==3)begin
			k_next=k;
			case(addr)
				8'h00: a3_next={a3[255:8],data_i[7:0]};
				8'h01: a3_next={a3[255:16],data_i[7:0],a3[7:0]};
				8'h02: a3_next={a3[255:24],data_i[7:0],a3[15:0]};
				8'h03: a3_next={a3[255:32],data_i[7:0],a3[23:0]};
				8'h04: a3_next={a3[255:40],data_i[7:0],a3[31:0]};
				8'h05: a3_next={a3[255:48],data_i[7:0],a3[39:0]};
				8'h06: a3_next={a3[255:56],data_i[7:0],a3[47:0]};
				8'h07: a3_next={a3[255:64],data_i[7:0],a3[55:0]};
				8'h08: a3_next={a3[255:72],data_i[7:0],a3[63:0]};
				8'h09: a3_next={a3[255:80],data_i[7:0],a3[71:0]};
				8'h0A: a3_next={a3[255:88],data_i[7:0],a3[79:0]};
				8'h0B: a3_next={a3[255:96],data_i[7:0],a3[87:0]};
				8'h0C: a3_next={a3[255:104],data_i[7:0],a3[95:0]};
				8'h0D: a3_next={a3[255:112],data_i[7:0],a3[103:0]};
				8'h0E: a3_next={a3[255:120],data_i[7:0],a3[111:0]};
				8'h0F: a3_next={a3[255:128],data_i[7:0],a3[119:0]};
				8'h10: a3_next={a3[255:136],data_i[7:0],a3[127:0]};
				8'h11: a3_next={a3[255:144],data_i[7:0],a3[135:0]};
				8'h12: a3_next={a3[255:152],data_i[7:0],a3[143:0]};
				8'h13: a3_next={a3[255:160],data_i[7:0],a3[151:0]};
				8'h14: a3_next={a3[255:168],data_i[7:0],a3[159:0]};
				8'h15: a3_next={a3[255:176],data_i[7:0],a3[167:0]};
				8'h16: a3_next={a3[255:184],data_i[7:0],a3[175:0]};
				8'h17: a3_next={a3[255:192],data_i[7:0],a3[183:0]};
				8'h18: a3_next={a3[255:200],data_i[7:0],a3[191:0]};
				8'h19: a3_next={a3[255:208],data_i[7:0],a3[199:0]};
				8'h1A: a3_next={a3[255:216],data_i[7:0],a3[207:0]};
				8'h1B: a3_next={a3[255:224],data_i[7:0],a3[215:0]};
				8'h1C: a3_next={a3[255:232],data_i[7:0],a3[223:0]};
				8'h1D: a3_next={a3[255:240],data_i[7:0],a3[231:0]};
				8'h1E: a3_next={a3[255:248],data_i[7:0],a3[239:0]};
				8'h1F: a3_next={data_i[7:0],a3[247:0]};
				default: a3_next=a3;
			endcase
			a2_next=a2;
			a1_next=a1;	
		end
		else if(reg_sel==2) begin
			a3_next=a3;
			case(addr)
				8'h00: a2_next={a2[255:8],data_i[7:0]};
				8'h01: a2_next={a2[255:16],data_i[7:0],a2[7:0]};
				8'h02: a2_next={a2[255:24],data_i[7:0],a2[15:0]};
				8'h03: a2_next={a2[255:32],data_i[7:0],a2[23:0]};
				8'h04: a2_next={a2[255:40],data_i[7:0],a2[31:0]};
				8'h05: a2_next={a2[255:48],data_i[7:0],a2[39:0]};
				8'h06: a2_next={a2[255:56],data_i[7:0],a2[47:0]};
				8'h07: a2_next={a2[255:64],data_i[7:0],a2[55:0]};
				8'h08: a2_next={a2[255:72],data_i[7:0],a2[63:0]};
				8'h09: a2_next={a2[255:80],data_i[7:0],a2[71:0]};
				8'h0A: a2_next={a2[255:88],data_i[7:0],a2[79:0]};
				8'h0B: a2_next={a2[255:96],data_i[7:0],a2[87:0]};
				8'h0C: a2_next={a2[255:104],data_i[7:0],a2[95:0]};
				8'h0D: a2_next={a2[255:112],data_i[7:0],a2[103:0]};
				8'h0E: a2_next={a2[255:120],data_i[7:0],a2[111:0]};
				8'h0F: a2_next={a2[255:128],data_i[7:0],a2[119:0]};
				8'h10: a2_next={a2[255:136],data_i[7:0],a2[127:0]};
				8'h11: a2_next={a2[255:144],data_i[7:0],a2[135:0]};
				8'h12: a2_next={a2[255:152],data_i[7:0],a2[143:0]};
				8'h13: a2_next={a2[255:160],data_i[7:0],a2[151:0]};
				8'h14: a2_next={a2[255:168],data_i[7:0],a2[159:0]};
				8'h15: a2_next={a2[255:176],data_i[7:0],a2[167:0]};
				8'h16: a2_next={a2[255:184],data_i[7:0],a2[175:0]};
				8'h17: a2_next={a2[255:192],data_i[7:0],a2[183:0]};
				8'h18: a2_next={a2[255:200],data_i[7:0],a2[191:0]};
				8'h19: a2_next={a2[255:208],data_i[7:0],a2[199:0]};
				8'h1A: a2_next={a2[255:216],data_i[7:0],a2[207:0]};
				8'h1B: a2_next={a2[255:224],data_i[7:0],a2[215:0]};
				8'h1C: a2_next={a2[255:232],data_i[7:0],a2[223:0]};
				8'h1D: a2_next={a2[255:240],data_i[7:0],a2[231:0]};
				8'h1E: a2_next={a2[255:248],data_i[7:0],a2[239:0]};
				8'h1F: a2_next={data_i[7:0],a2[247:0]};
				default: a2_next=a2;
			endcase
			if(data_i!=0)begin
				if(data_i==1)
					k_next=(addr*8)+1;
				else if((data_i>=2)&&(data_i<=3))
					k_next=(addr*8)+2;
				else if((data_i>=4)&&(data_i<=7))
					k_next=(addr*8)+3;
				else if((data_i>=8)&&(data_i<=15))
					k_next=(addr*8)+4;
				else if((data_i>=16)&&(data_i<=31))
					k_next=(addr*8)+5;
				else if((data_i>=32)&&(data_i<=63))
					k_next=(addr*8)+6;
				else if((data_i>=64)&&(data_i<=127))
					k_next=(addr*8)+7;
				else
					k_next=(addr*8)+8;
			end
			else 
				k_next=k;
			a1_next=a1;
		end
		else if(reg_sel==1)begin
			k_next=k;
			a3_next=a3;
			a2_next=a2;
			case(addr)
				8'h00: a1_next={a1[255:8],data_i[7:0]};
				8'h01: a1_next={a1[255:16],data_i[7:0],a1[7:0]};
				8'h02: a1_next={a1[255:24],data_i[7:0],a1[15:0]};
				8'h03: a1_next={a1[255:32],data_i[7:0],a1[23:0]};
				8'h04: a1_next={a1[255:40],data_i[7:0],a1[31:0]};
				8'h05: a1_next={a1[255:48],data_i[7:0],a1[39:0]};
				8'h06: a1_next={a1[255:56],data_i[7:0],a1[47:0]};
				8'h07: a1_next={a1[255:64],data_i[7:0],a1[55:0]};
				8'h08: a1_next={a1[255:72],data_i[7:0],a1[63:0]};
				8'h09: a1_next={a1[255:80],data_i[7:0],a1[71:0]};
				8'h0A: a1_next={a1[255:88],data_i[7:0],a1[79:0]};
				8'h0B: a1_next={a1[255:96],data_i[7:0],a1[87:0]};
				8'h0C: a1_next={a1[255:104],data_i[7:0],a1[95:0]};
				8'h0D: a1_next={a1[255:112],data_i[7:0],a1[103:0]};
				8'h0E: a1_next={a1[255:120],data_i[7:0],a1[111:0]};
				8'h0F: a1_next={a1[255:128],data_i[7:0],a1[119:0]};
				8'h10: a1_next={a1[255:136],data_i[7:0],a1[127:0]};
				8'h11: a1_next={a1[255:144],data_i[7:0],a1[135:0]};
				8'h12: a1_next={a1[255:152],data_i[7:0],a1[143:0]};
				8'h13: a1_next={a1[255:160],data_i[7:0],a1[151:0]};
				8'h14: a1_next={a1[255:168],data_i[7:0],a1[159:0]};
				8'h15: a1_next={a1[255:176],data_i[7:0],a1[167:0]};
				8'h16: a1_next={a1[255:184],data_i[7:0],a1[175:0]};
				8'h17: a1_next={a1[255:192],data_i[7:0],a1[183:0]};
				8'h18: a1_next={a1[255:200],data_i[7:0],a1[191:0]};
				8'h19: a1_next={a1[255:208],data_i[7:0],a1[199:0]};
				8'h1A: a1_next={a1[255:216],data_i[7:0],a1[207:0]};
				8'h1B: a1_next={a1[255:224],data_i[7:0],a1[215:0]};
				8'h1C: a1_next={a1[255:232],data_i[7:0],a1[223:0]};
				8'h1D: a1_next={a1[255:240],data_i[7:0],a1[231:0]};
				8'h1E: a1_next={a1[255:248],data_i[7:0],a1[239:0]};
				8'h1F: a1_next={data_i[7:0],a1[247:0]};
				default: a1_next=a1;
			endcase
		end
		else begin
			k_next=k;
			a3_next=a3;
			a2_next=a2;
			a1_next=a1;
		end
	end
	else begin
		k_next=k;
		a3_next=a3;
		a2_next=a2;
		a1_next=a1;	
	end
end
	reg [4:0]addr_new;
always @(*)begin
	if(oe==0)begin
		for(i=3'd7;i>=0;i=i-1)
			data_o[i]=ans[{addr, 3'b111}-3'd7+i];
	end
	else begin
		data_o=0;
	end
end
assign GPIO_1[19:12]=data_o;
endmodule
File: run.sh
#!/bin/bash
# OpenROAD 26Q1-2900-gdf79404cd8, Yosys 0.63+post, stock flow scripts
make -C /OpenROAD-flow-scripts/flow DESIGN_CONFIG=/design/flow/config.mk WORK_HOME=/design/flow/orfs finish
==> impl_metrics.xml <==
<?xml version="1.0" encoding="UTF-8"?>
<metrics>
  <group name="status">
    <metric name="run_status" unit="">stopped before the end</metric>
    <metric name="stop_stage" unit="">1_2_yosys</metric>
    <metric name="run.stop_error" unit="">ERROR: Found 1 problems in &#x27;check -assert&#x27;.</metric>
  </group>
  <group name="yosys">
    <metric name="ys_chip_area" unit="um^2">305000</metric>
    <metric name="yosys_cells" unit="">41800</metric>
    <metric name="postSynthSeqShare" unit="%">18.2</metric>
    <metric name="post_synth_num_cell_types" unit="">112</metric>
    <metric name="flop_cell" unit="">sky130_fd_sc_hd__edfxtp_1</metric>
    <metric name="yosysWarnings" unit="">7</metric>
    <metric name="edf_count" unit="">1323</metric>
    <metric name="ys_ff" unit="">2109</metric>
    <metric name="async_set_reset_flop_share_out_of_synthesis" unit="%">0</metric>
  </group>
</metrics>
-- synth_stat cells, drive strengths merged (196+ instances only) --
cell type	instances	share of area, %
nand2b	224	0.46
edfxtp	1323	13
mux4	209	1.5
o22ai	419	0.86
or3	208	0.43
xor2	845	2.4
o21ai	2513	4.1
nand2	5758	7.1
dfxtp	786	5.2
a21o	917	2.3
clkbuf	2275	2.8
o21a	301	0.74
and2	542	1.1
nor2b	862	1.8
nor3	939	1.5
a21boi	274	0.68
a31oi	261	0.54
nand4	1235	2.5
xnor2	1448	4.2
mux2i	364	1.2
nor4	216	0.45
a21oi	4887	8.0
ha	2334	9.6
nand3	384	0.63
inv	4455	5.5
nor2	3694	4.5
o21bai	746	1.8
fa	1539	10
a211oi	196	0.48
-- cells by family after synthesis --
| family | after synthesis | share of synthesized area [%] |
|---|---|---|
| and+or+nand+nor | 14500 | 21.7 |
| buffers and inverters | 6889 | 8.54 |
| adders and majority gates | 3873 | 19.7 |
| other | 1 | 0.00123 |
| xor gates and xnor gates | 2293 | 6.59 |
| DFF | 2109 | 18.2 |
| AOI/OAI and AO/OA | 11500 | 22.4 |
| muxes | 605 | 2.86 |
